==> design/flow/design.v <==
`timescale 1ns / 1ps
module TrafficLightController(
    input clk,  
    input reset,  
    input ped_ns,  
    input ped_ew,  
    output reg [1:0] ns_light,  
    output reg [1:0] ew_light,  
    output reg ns_walk,  
    output reg ew_walk  
    );
    localparam NS_GREEN = 3'b000;       
    localparam NS_YELLOW = 3'b001;      
    localparam EW_GREEN = 3'b010;       
    localparam EW_YELLOW = 3'b011;      
    localparam ALL_RED_PED = 3'b100;    
    localparam RED = 2'b00;
    localparam YELLOW = 2'b01;
    localparam GREEN = 2'b10;
    localparam NS_GREEN_TIME = 128;       
    localparam EW_GREEN_TIME = 128;       
    localparam YELLOW_TIME = 8;           
    localparam PED_WALK_TIME = 30;        
    localparam PED_REQUEST_DELAY = 16;    
    reg [2:0] current_state, next_state;
    reg [7:0] main_timer;     
    reg [7:0] ped_timer;      
    reg ped_request;
    reg ped_delay_active;
    always @(posedge clk or posedge reset) begin
        if (reset) begin
            current_state <= NS_GREEN;
            main_timer <= NS_GREEN_TIME;
            ped_timer <= 0;
            ped_request <= 0;
            ped_delay_active <= 0;
        end else begin
            current_state <= next_state;
            if ((ped_ns || ped_ew) && !ped_request && !ped_delay_active) begin
                ped_request <= 1;
                ped_delay_active <= 1;
                ped_timer <= PED_REQUEST_DELAY;
            end
            if (ped_delay_active && ped_timer > 0) begin
                ped_timer <= ped_timer - 1;
                if (ped_timer == 1) begin  
                    ped_delay_active <= 0;  
                end
            end
            if (current_state == ALL_RED_PED && next_state != ALL_RED_PED) begin
                ped_request <= 0;
            end
            if (main_timer > 0) begin
                main_timer <= main_timer - 1;
            end
            if (current_state != next_state) begin   
                case (next_state)
                    NS_GREEN: main_timer <= NS_GREEN_TIME;
                    NS_YELLOW: main_timer <= YELLOW_TIME;
                    EW_GREEN: main_timer <= EW_GREEN_TIME;
                    EW_YELLOW: main_timer <= YELLOW_TIME;
                    ALL_RED_PED: main_timer <= PED_WALK_TIME;
                endcase
            end
        end
    end
    always @(*) begin
        next_state = current_state; 
        case (current_state)
            NS_GREEN: begin
                if (main_timer == 0 || (ped_request && !ped_delay_active)) begin
                    next_state = NS_YELLOW;
                end
            end
            NS_YELLOW: begin
                if (main_timer == 0) begin
                    if (ped_request) begin
                        next_state = ALL_RED_PED;
                    end else begin
                        next_state = EW_GREEN;
                    end
                end
            end
            EW_GREEN: begin
                if (main_timer == 0 || (ped_request && !ped_delay_active)) begin
                    next_state = EW_YELLOW;
                end
            end
            EW_YELLOW: begin
                if (main_timer == 0) begin
                    if (ped_request) begin
                        next_state = ALL_RED_PED;
                    end else begin
                        next_state = NS_GREEN;
                    end
                end
            end
            ALL_RED_PED: begin
                if (main_timer == 0) begin
                    next_state = NS_GREEN;   
                end
            end
            default: next_state = NS_GREEN;  
        endcase
    end
    always @(*) begin
        ns_light = RED;
        ew_light = RED;
        ns_walk = 0;   
        ew_walk = 0;   
        case (current_state)
            NS_GREEN: begin
                ns_light = GREEN;
                ew_light = RED;
            end
            NS_YELLOW: begin
                ns_light = YELLOW;
                ew_light = RED;
            end
            EW_GREEN: begin
                ns_light = RED;
                ew_light = GREEN;
            end
            EW_YELLOW: begin
                ns_light = RED;
                ew_light = YELLOW;
            end
            ALL_RED_PED: begin
                ns_light = RED;
                ew_light = RED;
                ns_walk = 1;   
                ew_walk = 1;   
            end
        endcase
    end
endmodule
==> design/flow/run.sh <==
#!/bin/bash
# OpenROAD 26Q1-2900-gdf79404cd8, Yosys 0.63+post, stock flow scripts
make -C /OpenROAD-flow-scripts/flow DESIGN_CONFIG=/design/flow/config.mk WORK_HOME=/design/flow/orfs finish
==> design/flow/config.mk <==
export PLATFORM = sky130hd
export DESIGN_NAME = TrafficLightController
export DESIGN_NICKNAME = TrafficLightController
export VERILOG_FILES = /design/flow/design.v
export SDC_FILE = /design/flow/constraint.sdc
export NUM_CORES = 4
export LEC_CHECK = 1
export CORE_AREA = 10 10 91 91
export DIE_AREA = 0 0 101 101
==> design/flow/constraint.sdc <==
current_design TrafficLightController

set clk_period 3.9
set clk_io_pct 0.2

create_clock -name clk0 -period $clk_period [get_ports {clk}]

set non_clock_inputs [all_inputs -no_clocks]
set_input_delay [expr $clk_period * $clk_io_pct] -clock clk0 $non_clock_inputs
set_output_delay [expr $clk_period * $clk_io_pct] -clock clk0 [all_outputs]
==> impl_metrics.ini <==
; yosys + openroad results
[final_timing]
clock_skew_ns = 0.00168
slew-limit-headroom_pct = 67.1
worst_pin_slew_ns = 0.487
fmax_mhz = 430
min_period_ns = 2.33
drv_slew = 0
fin_ws_ns = 1.57
tns_ns = 0
timing.final.crit_share_pct = 59.7
hold_viol = 0
grt_setup_unrepaired = no
setup-violations-final = 0

[min_path]
min_path_cells = 1
hp-class = flop to flop
min_to = main_timer[0]
min-delay-start = main_timer[0]

[layout]
final_cell_mix = dfrtp_1, nor2_1, nand2_1
n_fill_cell = 661
drive_above_1_share_pct = 11.9
area_growth_pct = 17.4
post-route-util_pct = 22.5
lay_top_count = dfrtp_1

[logic_synthesis]
netlist_instances = 126
synth_flops = 21
ys_sh_adder_pct = 5.14
yosys_area_um2 = 1220
mux_area_share_pct = 4.94
syn_area_per_cell_um2 = 9.65
synth_xor_xnor_area_share_pct = 4.32
yosysCellCount = 126
logic_family = simple AND/OR/NAND/NOR gates
syn_area_um2 = 1220
simple_gate_area_share_pct = 28.4
yosys_warnings = 1
ys_sh_aoi_pct = 9.36
top_area_cell = dfrtp_1
ys_seq_share_pct = 43.3
synthDistinctLibCells = 41
topCellsByArea = dfrtp_1, ha_1, mux2i_1
yosysTopAreaCellShare_pct = 41.2

[critical_path]
cpLargestDelayFamily = buffers and inverters
reg2reg_depth = 6
worstSetupEndpointType = output port
cp_max_fo = 11
crit_arrival_ns = 1.55
cpPeakStageDelay_ns = 0.52
path_cells = nor3b_1, clkdlybuf4s50_1
worstSetupPathType = flop to output port
ff2ff_setup_slack_ns = 2.27
r2r_end = ped_timer[2]
critPathRequiredTime_ns = 3.12
crit_buf_inv = 1
r2r_start = ped_timer[0]
cpMaxStageDelayCell = clkdlybuf4s50_1
critPathLaunchType = flop

[route]
ant_nets = 0
n_antenna_cell = 0
drtIter0Drc = 26
drt_pass1_iterations = 4
drc = 0
dr_total_vias = 859
drt-total-wl_mm = 2.26
post_drt_wl_per_cell_um = 10.7
vias_per_cell = 4.07

[pwr]
ir_drop_uv = 164
p_per_area_nw_per_um2 = 429
p_leak_nw = 0.633

[clock_network]
ctsResizeCount = 0
numCtsBuffers = 3
cts-root-buf = clkbuf_8
cts_tree = built
clock_latency_ns = 0.26
post_cts_buffers = 0
cts-hold-fix-buffers = 0
clock-sinks = 21
ctsHtreeMaxLevel = 1
clockBufferDepth = 2
cts.reportedPaths.clkPinSlew_ns = 0.08

[floorplan]
fp.dieH_um = 101
rows = 29
io_pins = 10
core_area_um2 = 6350
fp_util_pct = 19.2
chip_area_um2 = 10200
die_width_um = 101

[placement]
post-place-ws_ns = 1.84
port_buffers = 9
gp_congestion = 0.831
place.detailed.hpwl_mm = 1.68

[grt]
grt_pass1_wl_mm = 3.92
grt_max_degree = 22
grt_pass1_vias = 865
grt_usage_pct = 4.50
grt_overflow = 0
antenna_found_initial = 0

[job]
drv_cap = 0
tool_warnings = 28

[outcome]
outcome = completed
cell families (layout without fill, tap and decap cells):
logic type,after synthesis,after routing
flip-flops,21,21
multiplexers,6,6
AND/OR/NAND/NOR,58,58
adder cells (fa/ha/maj),5,5
XOR/XNOR,6,6
buffers and inverters,13,21
AND-OR/OR-AND,17,17
cell usage after synthesis, drive strengths merged:
cell,n
dfrtp,20
nand2,15
nor2,15
inv,7
mux2i,6
nor3,6
ha,5
o21ai,5
a21oi,4
xor2,4
buf,3
clkbuf,3
nand3,3
nor3b,3
or3,3
a31oi,2
nand3b,2
nand4,2
xnor2,2
a21boi,1
a22oi,1
and3,1
and3b,1
dfstp,1
nand4b,1
nand4bb,1
nor2b,1
nor4,1
nor4b,1
nor4bb,1
o211ai,1
o21ba,1
o21bai,1
o41ai,1
or2,1
registers in the layout, summed over array words and instances, names as in the netlist:
register,cells
main_timer,8
ped_timer,8
current_state,3
ped_delay_active,1
ped_request,1
metrics by stage:
stage	total power [mW]	area, um^2	hold slack, ns	cells
finish	0.613	1430	0.486	211
global route	0.662	1430	0.534	211
detailed placement	0.473	1380	0.477	207
floorplan	0.436	1220	0.445	126
CTS	0.621	1430	0.489	211
global placement	0.469	1380	0.470	207
layer usage:
metal / track usage (%) / vias up / part of all wire [%]
met5: 0 / - / 0
met4: 0.214 / 0 / 0
met3: 1.25 / 0 / 3.6
met2: 7.96 / 7 / 47
met1: 5.58 / 407 / 49
li1: - / 445 / -
worst max path at each step:
| stage | start | endpoint | slack [ns] | cells after the start |
|---|---|---|---|---|
| 6_report | current_state[2] | ns_light[0] | 1.57 | 2 |
| 5_1_grt | current_state[2] | ns_light[0] | 1.44 | 2 |
| 4_1_cts | current_state[2] | ns_light[1] | 1.55 | 2 |
power by group:
part           switching, mW  total [mW]  internal, mW
Sequential            0.0592       0.323         0.264
Combinational         0.0717       0.146        0.0743
Clock                 0.0726       0.144        0.0712
cell type report:
type	count	area (um^2)	share of cell area, %
multi-input cells	92	634	44.4
well taps	77	96.3	6.75
clock inverters	1	5.00	0.351
clock buffers	3	41.3	2.89
repair buffers	10	97.6	6.84
flip-flops and latches	21	527	36.9
inverters	7	26.3	1.84
Power figures rest on the tool's default switching activity, not on a simulated workload.
